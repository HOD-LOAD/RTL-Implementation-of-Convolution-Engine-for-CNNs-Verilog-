$ cat flow/design.v
`timescale 1ns/1ps
module conv_core(
    input  wire        clk,
    input  wire        rst,
    input  wire        window_valid,
    input  wire [71:0] window_in,    
    input  wire [71:0] kernel_in,    
    output reg signed [15:0] conv_out,    
    output reg         conv_valid
);
    integer i;
    reg signed [15:0] sum;
    reg signed [7:0]  pix;
    reg signed [7:0]  wgt;
    always @(posedge clk or posedge rst) begin
        if (rst) begin
            conv_out   <= 0;
            conv_valid <= 0;
        end else if (window_valid) begin
            sum = 0;
            for (i = 0; i < 9; i = i + 1) begin
                pix = $signed(window_in[(71-8*i) -: 8]);
                wgt = $signed(kernel_in[(71-8*i) -: 8]);
                sum = sum + $signed(pix) * $signed(wgt);
            end
            conv_out   <= sum;
            conv_valid <= 1;
        end else begin
            conv_valid <= 0;
        end
    end
endmodule
`timescale 1ns/1ps
module conv_top (
    input  wire        clk,
    input  wire        rst,
    input  wire        pixel_valid,
    input  wire [7:0]  pixel_in,
    input  wire [71:0] kernel_in,      
    output wire signed [15:0] conv_out,
    output wire        conv_valid
);
    wire [71:0] window_out;
    wire        window_valid;
    line_buffer u_line_buffer (
        .clk(clk),
        .rst(rst),
        .pixel_valid(pixel_valid),
        .pixel_in(pixel_in),
        .window_out(window_out),
        .window_valid(window_valid)
    );
    conv_core u_core (
        .clk(clk),
        .rst(rst),
        .window_valid(window_valid),
        .window_in(window_out),    
        .kernel_in(kernel_in),     
        .conv_out(conv_out),
        .conv_valid(conv_valid)
    );
endmodule
`timescale 1ns/1ps
module line_buffer #(
    parameter IMG_WIDTH = 8
)(
    input  wire        clk,
    input  wire        rst,
    input  wire        pixel_valid,
    input  wire [7:0]  pixel_in,
    output reg         window_valid,
    output reg [71:0]  window_out    
);
    reg [7:0] line0[0:IMG_WIDTH-1];
    reg [7:0] line1[0:IMG_WIDTH-1];
    reg [7:0] prev_pixel1;  
    reg [7:0] prev_pixel2;  
    integer col;
    integer row;
    always @(posedge clk or posedge rst) begin
        if (rst) begin
            col <= 0;
            row <= 0;
            window_valid <= 0;
            prev_pixel1 <= 0;
            prev_pixel2 <= 0;
            window_out <= 72'd0;
        end else if (pixel_valid) begin
            prev_pixel2 <= prev_pixel1;
            prev_pixel1 <= pixel_in;
            line0[col] <= line1[col];
            line1[col] <= pixel_in;
            if (col == IMG_WIDTH - 1) begin
                col <= 0;
                row <= row + 1;
            end else begin
                col <= col + 1;
            end
            if (row >= 2 && col >= 2) begin
                window_valid <= 1;
                window_out <= {
                    line0[col-2], line0[col-1], line0[col],
                    line1[col-2], line1[col-1], line1[col],
                    prev_pixel2,  prev_pixel1,  pixel_in
                };
            end else begin
                window_valid <= 0;
            end
        end
    end
endmodule
$ cat flow/constraint.sdc
current_design conv_top

set clk_period 10.6
set clk_io_pct 0.2

create_clock -name clk0 -period $clk_period [get_ports {clk}]

set non_clock_inputs [all_inputs -no_clocks]
set_input_delay [expr $clk_period * $clk_io_pct] -clock clk0 $non_clock_inputs
set_output_delay [expr $clk_period * $clk_io_pct] -clock clk0 [all_outputs]
$ cat flow/config.mk
export PLATFORM = sky130hd
export DESIGN_NAME = conv_top
export DESIGN_NICKNAME = conv_top
export VERILOG_FILES = /design/flow/design.v
export SDC_FILE = /design/flow/constraint.sdc
export NUM_CORES = 4
export LEC_CHECK = 1
export CORE_UTILIZATION = 30
export SYNTH_HDL_FRONTEND = slang
$ cat flow/run.sh
#!/bin/bash
# OpenROAD 26Q1-2900-gdf79404cd8, Yosys 0.63+post, stock flow scripts
make -C /OpenROAD-flow-scripts/flow DESIGN_CONFIG=/design/flow/config.mk WORK_HOME=/design/flow/orfs finish
==> impl_metrics.tcl <==
# metrics dict for downstream scripts
set metrics [dict create \
    fraction_of_synthesis_flops_using_an_asynchronous_set_or_reset_pin_pct 57.0 \
    drv.max_cap_violation_count 0 \
    end_kind "flip-flop" \
    finalWorstPathRequiredPeriod_ns 9.79 \
    crit_fanout 8 \
    cts_setup_buffers 0 \
    worst_stage_delay_on_the_critical_path_ns 0.62 \
    rows 127 \
    placement.io_buffers 99 \
    total_area_of_sequential_cells_um2 8100 \
    timing.clock.skew_ns 0.0286 \
    enable_flop_cells 128 \
    num_vias 22500 \
    wl_final_mm 90.2 \
    setup-tns-final_ns 0 \
    synth.area.top_cells "fa_1 (38%), dfrtp_1 (12%), edfxtp_1 (10%)" \
    first_global_vias 24700 \
    timing.final.setup_violations 0 \
    finish.utilization_pct 34.1 \
    slew-limit-headroom_pct 48.4 \
    rrSetupSlack_ns 2.35 \
    yosys_area_um2 36600 \
    grt_antenna_before_repair 13 \
    crit_path_start_kind "input pin" \
    mi_logic_area_um2 25400 \
    postCtsHoldBufs 0 \
    ys_top_cells_by_count "inv_1 (759), fa_1 (689), and2_1 (325), nand2_1 (292), ha_1 (193)" \
    fin_crit_sh_pct 92.4 \
    clock_latency_ns 0.56 \
    grtUsageTotal_pct 16.3 \
    worstMarginPinSlew_ns 0.774 \
    worst-setup-path-type "in2reg" \
    die-width_um 351 \
    post-route-drc-count 0 \
    primary_ff_master_synth "dfrtp_1" \
    design.core.area_um2 120000 \
    drive_gt1_share_pct 8.13 \
    clock_transition_at_the_registers_of_the_reported_paths_ns 0.06 \
    yosys.cell_types.count 51 \
    yosysWarningCount 0 \
    detail-route-antenna-nets 0 \
    post_synth_inst_count 3257 \
    cpMostUsedCell "fa_1" \
    first_pass_grt_wire_length_mm 144 \
    syn-mean-instance-area_um2 11.2 \
    cts_root_buffer "clkbuf_16" \
    timing.hold.worst.class "reg2reg" \
    unrepaired_setup_endpoints_after_global_routing "no" \
    avgViaCountPerCell 4.46 \
    log.warning_count 34 \
    fp.dieH_um 351 \
    design.portCount 100 \
    final_hold_viol_count 0 \
    die_footprint_um2 123000 \
    area.growth.synth_to_final_pct 12.0 \
    globalRoute.totalOverflow 0 \
    initial_detailed_routing_violation_count 923 \
    synth.most_common_cell "inv_1" \
    synthDominantCellAreaShare_pct 37.7 \
    tritoncts_clock_tree "done" \
    final-max-slew-violation-count 0 \
    cts_inserted_buffers 36 \
    cp_slowest_cell "clkdlybuf4s50_1" \
    post_drt_wl_per_cell_um 17.9 \
    worst_ep_arrival_time_ns 10.24 \
    critical_path_required_time_ns 11.05 \
    largest_net_degree_at_the_start_of_global_routing 80 \
    yosys-stat-cells 3257 \
    timing.fmax_mhz 102 \
    clock_sinks 298 \
    outcome "finished, final reports clean" \
    post_cts_resize_count 0 \
    syn_area_um2 36600 \
    fill_cells 12000 \
    hpwl_mm 76.5 \
    floorplan.core_util_pct 30.4 \
    yosys.stat.seqShare_pct 22.1 \
    buffer_levels_on_the_longest_clock_path 3 \
    synth_area_leader_cell "fa_1" \
    finalWeightedCongestion 0.936 \
    hold-worst-slack_ns 0.475 \
    detail_route.first_pass.iterations 6 \
    ctsHtreeMaxLevel 2 \
    ys_seq_elements 298 \
]
[placed cells by master (no fill, tap or decap), types with 4 or more instances in the layout]
master           synthesis  layout
inv_1                  759     758
fa_1                   689     689
and2_1                 325     325
nand2_1                292     292
ha_1                   193     193
dfrtp_1                170     169
edfxtp_1               128     128
xnor2_1                119     119
clkdlybuf4s50_1          0      99
mux4_2                  96      96
nor2_1                  85      85
buf_4                    6      62
mux2_2                  53      53
nand2b_1                41      41
clkbuf_16                0      36
a31oi_1                 32      32
nor2b_1                 28      28
a21oi_1                 27      27
nand3_1                 25      25
xor2_1                  25      24
nand4_1                 17      17
mux2i_1                 17      17
nor4_1                  15      15
and3_1                  12      12
o21ai_0                 11      11
clkbuf_1                37      11
diode_2                  0       5
and4_1                   5       5
clkinv_2                 0       5
clkinv_1                 1       4
nor3_1                   4       4
bufinv_16                0       4
[final timing paths]
check                                        startpoint                     to  cells after the start
hold reg to reg                   u_line_buffer.row[31]  u_line_buffer.row[31]                      1
setup / recovery                          kernel_in[33]    u_core.conv_out[15]                     26
max in group asynchronous                           rst     u_core.conv_out[0]                      4
setup reg to reg           u_line_buffer.window_out[70]    u_core.conv_out[15]                     26
hold / removal                    u_line_buffer.row[31]  u_line_buffer.row[31]                      1
min in group asynchronous                           rst   u_line_buffer.row[4]                      2
[layout make-up]
class                           instances  area share, %
Multi-Input combinational cell       2135           61.9
Sequential cell                       298           19.7
Inverter                              761           6.98
Tap cell                             1612           4.92
Timing Repair Buffer                  161           3.55
Clock buffer                           50           2.40
Clock inverter                         16          0.512
Antenna cell                            5         0.0305
[critical path: cells and delay by family]
kind,cells,cell delay (ns)
fa+ha+maj,11,5.34
buf+inv,7,0.98
compound gates,4,0.76
simple gates,2,0.37
xor+xnor,1,0.37
mux,1,0.27
[logic make-up after synthesis]
logic type	synth area share [%]
buffers and inverters	8.65
AND-OR/OR-AND	1.36
adder cells (fa/ha/maj)	44.3
flip-flops	22.1
XOR/XNOR	3.50
multiplexers	8.00
AND/OR/NAND/NOR	12.1
[flip-flops by register name (all words and copies together), names as in the netlist]
signal                      flops
u_line_buffer.window_out       72
u_line_buffer.line0            64
u_line_buffer.row              32
u_core.conv_valid               1
u_line_buffer.window_valid      1
u_line_buffer.prev_pixel2       8
u_core.conv_out                16
u_line_buffer.col              32
u_line_buffer.prev_pixel1       8
u_line_buffer.line1            64
[metrics by stage]
stage / std cells / worst slack [ns] / cell area [um2]
4_1_cts: 5033 / 0.845 / 41000
3_5_place_dp: 4967 / 0.230 / 39800
5_1_grt: 5038 / 0.431 / 41000
6_report: 5038 / 0.808 / 41000
2_1_floorplan: 3257 / 1.14 / 36600
3_3_place_gp: 4967 / 0.354 / 39800
[per-layer routing]
metal  vias to the layer above  share of wire (%)  GRT usage, %
met4                        16                2.9          3.75
met2                       589                 51          27.4
met1                     11500                 38          20.6
li1                      10200                  -             -
met3                       109                8.0          5.79
met5                         -               0.11        0.0785
